### flow/config.mk
export PLATFORM = sky130hd
export DESIGN_NAME = seg_driver
export DESIGN_NICKNAME = seg_driver
export VERILOG_FILES = /design/flow/design.v
export SDC_FILE = /design/flow/constraint.sdc
export NUM_CORES = 4
export LEC_CHECK = 1
export CORE_UTILIZATION = 30
### flow/constraint.sdc
current_design seg_driver

set clk_period 4.7
set clk_io_pct 0.2

create_clock -name clk0 -period $clk_period [get_ports {clk}]

set non_clock_inputs [all_inputs -no_clocks]
set_input_delay [expr $clk_period * $clk_io_pct] -clock clk0 $non_clock_inputs
set_output_delay [expr $clk_period * $clk_io_pct] -clock clk0 [all_outputs]
### flow/design.v
module seg_driver (
    input           clk     ,
    input           rst_n   ,
    input   [47:0]  din     ,
    input           din_vld ,
    input   [5:0]   din_mask,
    output  [5:0]   sel     , 
    output  [7:0]   dig       
);
    parameter TIME_SCAN = 25_000; 
    localparam  ZER   = 7'b100_0000,
                ONE   = 7'b111_1001,
                TWO   = 7'b010_0100,
                THR   = 7'b011_0000,
                FOU   = 7'b001_1001,
                FIV   = 7'b001_0010,
                SIX   = 7'b000_0010,
                SEV   = 7'b111_1000,
                EIG   = 7'b000_0000,
                NIN   = 7'b001_0000,
                NUM_A = 7'b000_1000,
                NUM_B = 7'b000_0011,
                NUM_C = 7'b100_0110,  
                NUM_D = 7'b010_0001,
                NUM_E = 7'b000_0110,  
                NUM_F = 7'b000_1110,
                R     = 7'b000_1000, 
                D     = 7'b010_0001, 
                P     = 7'b000_1100,
                N     = 7'b010_1011,
                S     = 7'b001_0010;
    reg     [19:0]  cnt_scan    ; 
    wire            add_cnt_scan;
    wire            end_cnt_scan;
    reg     [47:0]  din_r       ;
    reg     [5:0]   mask_r      ;
    reg     [5:0]   seg_sel     ;
    reg     [7:0]   seg_dig     ;
    reg     [7:0]   disp_num    ;
    always @(posedge clk or negedge rst_n)begin 
        if(!rst_n)begin
            cnt_scan <= 0;
        end 
        else if(add_cnt_scan)begin 
            if(end_cnt_scan)begin 
                cnt_scan <= 0;
            end
            else begin 
                cnt_scan <= cnt_scan + 1;
            end 
        end
    end 
    assign add_cnt_scan = 1'b1;
    assign end_cnt_scan = add_cnt_scan && cnt_scan == TIME_SCAN-1;
    always @(posedge clk or negedge rst_n)begin 
        if(!rst_n)begin
            seg_sel <= 6'b111110;
        end 
        else if(end_cnt_scan)begin 
            seg_sel <= {seg_sel[4:0],seg_sel[5]};
        end 
    end
    always @(posedge clk or negedge rst_n)begin 
        if(!rst_n)begin
            disp_num <= 0;
        end 
        else begin 
            case (seg_sel | mask_r)
                6'b01_1111:begin disp_num <= din_r[7:0]     ;end 
                6'b10_1111:begin disp_num <= din_r[15:8]    ;end 
                6'b11_0111:begin disp_num <= din_r[23:16]   ;end 
                6'b11_1011:begin disp_num <= din_r[31:24]   ;end 
                6'b11_1101:begin disp_num <= din_r[39:32]   ;end 
                6'b11_1110:begin disp_num <= din_r[47:40]   ;end 
                default  :begin disp_num <= 8'hFF          ;end 
            endcase
        end 
    end
    always @(posedge clk or negedge rst_n)begin 
        if(!rst_n)begin
            din_r <= 0;
            mask_r <= 0;
        end 
        else if(din_vld)begin 
            din_r <= din;
            mask_r <= din_mask;
        end 
    end
    always @(posedge clk or negedge rst_n)begin 
        if(!rst_n)begin
            seg_dig <= 8'hff;
        end 
        else begin 
            case (disp_num)
                8'd0 :seg_dig <= {1'b1,ZER  };
                8'd1 :seg_dig <= {1'b1,ONE  };
                8'd2 :seg_dig <= {1'b1,TWO  };
                8'd3 :seg_dig <= {1'b1,THR  };
                8'd4 :seg_dig <= {1'b1,FOU  };
                8'd5 :seg_dig <= {1'b1,FIV  };
                8'd6 :seg_dig <= {1'b1,SIX  };
                8'd7 :seg_dig <= {1'b1,SEV  };
                8'd8 :seg_dig <= {1'b1,EIG  };
                8'd9 :seg_dig <= {1'b1,NIN  }; 
                8'd10:seg_dig <= {1'b1,NUM_A};
                8'd11:seg_dig <= {1'b1,NUM_B};
                8'd12:seg_dig <= {1'b1,NUM_C};
                8'd13:seg_dig <= {1'b1,NUM_D};
                8'd14:seg_dig <= {1'b1,NUM_E};
                8'd15:seg_dig <= {1'b1,NUM_F};
                "R"  :seg_dig <= {1'b1,R    };
                "D"  :seg_dig <= {1'b1,D    };
                "P"  :seg_dig <= {1'b1,P    };
                "N"  :seg_dig <= {1'b1,N    };
                "S"  :seg_dig <= {1'b1,S    };
                default:seg_dig <= 8'hff;
            endcase
        end 
    end
    assign dig = seg_dig;
    assign sel = seg_sel;
endmodule
### flow/run.sh
#!/bin/bash
# OpenROAD 26Q1-2900-gdf79404cd8, Yosys 0.63+post, stock flow scripts
make -C /OpenROAD-flow-scripts/flow DESIGN_CONFIG=/design/flow/config.mk WORK_HOME=/design/flow/orfs finish
==> impl_metrics.csv <==
group,metric,value,unit
synthesis,yosysChipArea,4520,um2
routing,vias,3140,
clocking,clk_path_buf_depth,2,
clocking,post_cts_buffers,0,
die,die_w,125,um
timing,setup_viol,0,
die,core,14600,um2
routing,drt_iter0_markers,164,
critical_path,slowest_delay,0.64,ns
layout,drive_gt1_share,23.8,%
global_routing,grt_pass1_wl,16100,um
clocking,cts_tree,"done",
routing,firstDrtPassIters,21,
timing,relSlewSlack,47.1,%
timing,fin_skew,0.00580,ns
clocking,cts_buffers,9,
synthesis,ys_cells,373,
timing,post-route-period-util,51.3,%
timing,maxSlewViolCount,0,
die,row_count,44,
die,die_h,125,um
layout,mi_logic_area,2030,um2
power_and_ir_drop,p_leak,2.24,nW
global_routing,antenna_found_initial,0,
timing,final.setup.worst_slack,2.29,ns
timing,setup_tns,0,ns
synthesis,synthArstFlopShare,100,%
run_status,status,"complete, no violations",
synthesis,ys.flop_type,"dfrtp_1",
timing,tightestPinTransition,0.794,ns
job,openroad.warnings,25,
clocking,cts_root_buf,"clkbuf_16",
synthesis,yosys_warnings,1,
global_routing,grt.busiest_layer,"met2",
critical_path,cpLargestDelayFamily,"flip-flops",
global_routing,use_met2,20.7,%
power_and_ir_drop,powerDensity,344,nW/um2
power_and_ir_drop,vdd_drop_max,0.216,mV
timing,period_needed,2.41,ns
clocking,h-tree-depth,3,
critical_path,worst_setup_path_start_kind,"register",
die,die_area,15600,um2
clocking,cts.repair.resized,0,
critical_path,worstPathArrival,1.47,ns
place,gp_congestion,0.836,
critical_path,cp_max_fo,7,
global_routing,grt_util_met3,2.98,%
clocking,clk_pin_slew,0.06,ns
synthesis,synthCells,373,
layout,num-fill-cells,1372,
place,portBuffers,69,
synthesis,edf_count,0,
place,post-place-ws,2.58,ns
timing,rsz0062_at_grt,"no",
clocking,cts.sinks,95,
layout,regArea,2390,um2
routing,post_drt_wl_per_cell,15.1,um
global_routing,grt.overflow.total,0,
timing,final-hold-violation-count,0,
critical_path,critPathBufInv,1,
global_routing,grt_max_degree,55,
clocking,ctsHoldBuffers,0,
global_routing,grt_util_met1,19.5,%
synthesis,netlist_area,4520,um2
routing,drc,0,
routing,antenna_left,0,
min_path,holdCritPathClass,"register to register",
synthesis,yosysSeqAreaShare,52.9,%
global_routing,grt_pass1_vias,3147,
routing,drt-total-wl,9510,um
critical_path,crit_chain,"clkdlybuf4s50_1",
synthesis,syn_avg_cell_area,12.1,um2
clocking,worst_skew_pair.late_latency,0.34,ns
routing,vias_per_cell,4.99,
synthesis,ys.flops,95,
layout,final_cell_mix,"83 x dfrtp_1, 67 x clkdlybuf4s50_1, 54 x mux2_2, 26 x nor2_1, 20 x nand2_1",
place,place_hpwl,6830,um
timing,fmax,0.415,GHz
job,drv_cap,0,
critical_path,crit_slowest_cell,"dfstp_2",
critical_path,critPathKind,"register to primary output",
critical_path,required,3.76,ns
layout,syn2layout_area_growth,26.2,%
critical_path,setup.worst_path.end_class,"primary output",
layout,final_common_cell,"dfrtp_1",
synthesis,synthDistinctLibCells,58,
global_routing,grtUsageTotal,13.1,%
routing,antennaDiodeCount,0,
die,fp_util,30.9,%
die,num_io_pins,71,
[cells in the mapped netlist, types with 4 or more instances]
library cell,number,area share (%)
nand3_1,11,1.2
clkbuf_1,5,0.42
a21oi_1,5,0.55
mux2_2,54,13
o211ai_1,6,1.0
o21ai_0,9,1.0
mux2_1,7,1.7
xor2_1,9,1.7
nand2_1,20,1.7
nor2_2,4,0.55
a22oi_1,16,2.7
dfstp_2,12,7.0
nor2_1,26,2.2
o221ai_1,4,0.77
xnor2_1,10,1.9
inv_1,4,0.33
nor3_1,6,0.66
nand4_1,7,0.97
buf_2,4,0.44
dfrtp_1,83,46
a22o_1,7,1.4
[power by group]
group	total, mW	leakage (nW)	switching (mW)	internal [mW]
sequential	0.922	1.11	0.0506	0.872
clock	0.793	0.163	0.296	0.497
combinational	0.250	0.962	0.116	0.135
total	1.97	2.24	0.462	1.50
[sequential cells by signal, indices dropped and copies added (netlist names)]
| register | count |
|---|---|
| din_r | 48 |
| seg_sel | 6 |
| seg_dig | 7 |
| disp_num | 8 |
| mask_r | 6 |
| cnt_scan | 20 |
[path summary, 6_finish.rpt]
kind / from / endpoint / slack [ns] / depth (start not counted)
min: cnt_scan[19] / cnt_scan[19] / 0.47 / 1
max reg2reg: seg_sel[0] / disp_num[2] / 2.75 / 5
min in group asynchronous: rst_n / din_r[33] / 0.63 / 1
max in group asynchronous: rst_n / seg_sel[4] / 3.07 / 2
max: seg_sel[2] / sel[2] / 2.29 / 1
min reg2reg: cnt_scan[19] / cnt_scan[19] / 0.47 / 1
[kinds of logic (layout without fill, tap and decap cells)]
group / after synthesis / in the layout / synth area share (%)
other: 1 / 1 / 0.0829
adders and majority gates: 1 / 1 / 0.277
xor gates and xnor gates: 20 / 20 / 4.04
buffers and inverters: 20 / 92 / 2.10
muxes: 61 / 61 / 15.2
AOI/OAI and AO/OA: 74 / 74 / 12.8
and+or+nand+nor: 101 / 101 / 12.6
DFF: 95 / 95 / 52.9
[area by class of cell]
class	instances	share of cell area [%]
Multi-Input combinational cell	258	35.6
Inverter	5	0.329
Clock inverter	4	1.36
Clock buffer	12	4.49
Sequential cell	95	41.9
Tap cell	184	4.03
Timing Repair Buffer	71	12.2
[metal layers]
metal	routed length (um)	vias up	share of wire, %
met5	0	-	0
met4	151	0	1.6
met3	482	12	5.1
met2	4470	81	47
met1	4410	1527	46
li1	-	1520	-
[stage by stage]
| step | power [mW] | area [um2] | cells | hold WS [ns] | utilization [%] |
|---|---|---|---|---|---|
| 6_report | 1.97 | 5710 | 629 | 0.471 | 39.0 |
| 5_1_grt | 2.06 | 5710 | 629 | 0.490 | 39.0 |
| 4_1_cts | 1.99 | 5710 | 629 | 0.470 | 39.0 |
| 3_5_place_dp | 1.19 | 5370 | 613 | 0.461 | 36.7 |
| 3_3_place_gp | 1.18 | 5370 | 613 | 0.459 | 36.7 |
| 2_1_floorplan | 1.08 | 4520 | 373 | 0.443 | - |
Power is estimated from default activity; no workload was simulated.
