==> flow/run.sh <==
#!/bin/bash
# OpenROAD 26Q1-2900-gdf79404cd8, Yosys 0.63+post, stock flow scripts
make -C /OpenROAD-flow-scripts/flow DESIGN_CONFIG=/design/flow/config.mk WORK_HOME=/design/flow/orfs finish
==> flow/config.mk <==
export PLATFORM = sky130hd
export DESIGN_NAME = spi_master
export DESIGN_NICKNAME = spi_master
export VERILOG_FILES = /design/flow/design.v
export SDC_FILE = /design/flow/constraint.sdc
export NUM_CORES = 4
export LEC_CHECK = 1
export CORE_AREA = 10 10 82 82
export DIE_AREA = 0 0 92 92
==> flow/constraint.sdc <==
current_design spi_master

set clk_period 3.1
set clk_io_pct 0.2

create_clock -name clk0 -period $clk_period [get_ports {clk}]

set non_clock_inputs [all_inputs -no_clocks]
set_input_delay [expr $clk_period * $clk_io_pct] -clock clk0 $non_clock_inputs
set_output_delay [expr $clk_period * $clk_io_pct] -clock clk0 [all_outputs]
==> flow/design.v <==
module spi_master(
    input           clk     ,
    input           rst_n   ,
    input           req     ,
    input   [7:0]   din     ,
    output  [7:0]   dout    ,
    output          done    ,
    output          cs_n    ,
    output          mosi    ,
    input           miso    ,
    output          sclk        
);
    localparam  SCLK_PERIOD = 16,   
                SCLK_FALL   = 4 ,
                SCLK_RISE   = 12;
    reg [ 3:0]  cnt_sclk        ;
    wire        add_cnt_sclk    ;
    wire        end_cnt_sclk    ; 
    reg [ 3:0]  cnt_bit         ;
    wire        add_cnt_bit     ;
    wire        end_cnt_bit     ;
    reg         spi_sclk        ;
    reg         spi_mosi        ;
    reg [7:0]   rx_data         ;
    always @(posedge clk or negedge rst_n) begin 
        if (rst_n==0) begin
            cnt_sclk <= 0; 
        end
        else if(add_cnt_sclk) begin
            if(end_cnt_sclk)
                cnt_sclk <= 0; 
            else
                cnt_sclk <= cnt_sclk+1 ;
       end
    end
    assign add_cnt_sclk = (req);
    assign end_cnt_sclk = add_cnt_sclk  && cnt_sclk == (SCLK_PERIOD)-1 ;
    always @(posedge clk or negedge rst_n) begin 
        if (rst_n==0) begin
            cnt_bit <= 0; 
        end
        else if(add_cnt_bit) begin
            if(end_cnt_bit)
                cnt_bit <= 0; 
            else
                cnt_bit <= cnt_bit+1 ;
       end
    end
    assign add_cnt_bit = (end_cnt_sclk);
    assign end_cnt_bit = add_cnt_bit  && cnt_bit == (8)-1 ;
    always  @(posedge clk or negedge rst_n)begin
        if(rst_n==1'b0)begin
            spi_sclk <= 1'b1;
        end
        else if(cnt_sclk == SCLK_FALL-1)begin
            spi_sclk <= 1'b0;
        end
        else if(cnt_sclk == SCLK_RISE-1)begin
            spi_sclk <= 1'b1;
        end
    end
    always  @(posedge clk or negedge rst_n)begin
        if(rst_n==1'b0)begin
            spi_mosi <= 1'b0;
        end
        else if(cnt_sclk == SCLK_FALL-1)begin
            spi_mosi <= din[7-cnt_bit];
        end
    end
    always  @(posedge clk or negedge rst_n)begin
        if(rst_n==1'b0)begin
            rx_data <= 0;
        end
        else if(cnt_sclk == SCLK_RISE-1)begin
            rx_data[7-cnt_bit] <= miso;
        end
    end
    assign sclk = spi_sclk;
    assign mosi = spi_mosi;
    assign cs_n = ~req;
    assign done = end_cnt_bit;
    assign dout = rx_data;
endmodule 
==> flow_results.xml <==
<?xml version="1.0" encoding="UTF-8"?>
<metrics>
  <group name="finish">
    <metric name="number_of_filler_cells_placed_in_the_layout" unit="">529</metric>
    <metric name="layout_top_cell_excl_fill_tap" unit="">sky130_fd_sc_hd__clkdlybuf4s50_1</metric>
    <metric name="final-instance-count-excl-fill" unit="">189</metric>
    <metric name="area_growth" unit="%">34.16</metric>
    <metric name="multiInputGateArea" unit="sq um">573.1</metric>
    <metric name="drive_above_1_share" unit="">0.1345</metric>
    <metric name="most-common-layout-cells" unit="">sky130_fd_sc_hd__clkdlybuf4s50_1, sky130_fd_sc_hd__dfrtp_1, sky130_fd_sc_hd__mux2_1, sky130_fd_sc_hd__ha_1, sky130_fd_sc_hd__nand2_1</metric>
    <metric name="flop_area" unit="sq um">451.7</metric>
    <metric name="design_area" unit="sq mm">0.001420</metric>
  </group>
  <group name="worst_setup_path">
    <metric name="worst_setup_path_end_kind" unit="">output port</metric>
    <metric name="worst-endpoint-required" unit="ns">2.48</metric>
    <metric name="start_point_of_the_critical_path" unit="">req</metric>
    <metric name="timing.rr.start" unit="">cnt_bit[0]$_DFFE_PN0P_</metric>
    <metric name="critical_path_class" unit="">in2out</metric>
    <metric name="cp.arrival" unit="ns">2.03</metric>
    <metric name="reg2regPathDepth" unit="">7</metric>
    <metric name="start_kind" unit="">input pin</metric>
    <metric name="worstPathMaxFanout" unit="">7</metric>
  </group>
  <group name="clock_network">
    <metric name="cts-root-to-sink-buffers" unit="">2</metric>
    <metric name="postCtsSetupRepairBufs" unit="">0</metric>
    <metric name="cts_num_sinks" unit="">18</metric>
    <metric name="htreeDepth" unit="">1</metric>
    <metric name="tritoncts_clock_tree" unit="">done</metric>
    <metric name="cts-buffers-inserted" unit="">3</metric>
    <metric name="hold_buffers" unit="">0</metric>
    <metric name="clockRootBuffer" unit="">sky130_fd_sc_hd__clkbuf_8</metric>
    <metric name="clk-insertion-delay-late" unit="ns">0.25</metric>
    <metric name="cts.clk_slew.worst_paths" unit="ns">0.07</metric>
    <metric name="cts-resized-gates" unit="">0</metric>
  </group>
  <group name="placed_design">
    <metric name="gp_congestion" unit="">0.7807</metric>
    <metric name="dp_worst_setup_slack" unit="ns">0.4446</metric>
    <metric name="placed_cell_area" unit="sq mm">0.001365</metric>
    <metric name="placed_cells" unit="">185</metric>
    <metric name="place_hpwl" unit="mm">1.772</metric>
    <metric name="port_buffers" unit="">23</metric>
  </group>
  <group name="synth">
    <metric name="syn-cell-area" unit="sq mm">0.001059</metric>
    <metric name="ys_cells" unit="">94</metric>
    <metric name="synthFlopType" unit="">sky130_fd_sc_hd__dfrtp_1</metric>
    <metric name="post_synth_inst_count" unit="">94</metric>
    <metric name="avgSynthCellArea" unit="sq um">11.26</metric>
    <metric name="enable_flop_cells" unit="">0</metric>
    <metric name="yosys.stat.chipArea" unit="sq mm">0.001059</metric>
    <metric name="postSynthSeqShare" unit="">0.4267</metric>
    <metric name="yosys.cell_types.count" unit="">33</metric>
    <metric name="ys_async_sr_fraction" unit="">1.000</metric>
    <metric name="number_of_warnings_reported_in_the_yosys_synthesis_log" unit="">1</metric>
    <metric name="ys_ff" unit="">18</metric>
  </group>
  <group name="final_timing">
    <metric name="grt_setup_unrepaired" unit="">false</metric>
    <metric name="tightest_slew" unit="ns">0.7773</metric>
    <metric name="timing.clock.skew" unit="ns">0.003057</metric>
    <metric name="maxSlewHeadroom" unit="">0.4802</metric>
    <metric name="finalHoldViolCount" unit="">0</metric>
    <metric name="final.setup.worst_slack" unit="ns">0.4505</metric>
    <metric name="timing.setup.tns" unit="ns">0</metric>
    <metric name="final_max_slew_viol_count" unit="">0</metric>
    <metric name="post-route-min-period" unit="ns">2.649</metric>
    <metric name="finalSetupViolations" unit="">0</metric>
    <metric name="max_freq" unit="MHz">377.4</metric>
    <metric name="min_period_over_period" unit="">0.8547</metric>
  </group>
  <group name="detailed_routing">
    <metric name="drt_iter0_markers" unit="">59</metric>
    <metric name="met1_length" unit="mm">1.168</metric>
    <metric name="dr_wl_met2" unit="um">865</metric>
    <metric name="post-route-drc-count" unit="">0</metric>
    <metric name="wirelength" unit="mm">2.222</metric>
    <metric name="drt-vias-per-instance" unit="">4.143</metric>
    <metric name="wl_per_cell" unit="um">11.76</metric>
    <metric name="drt_pass1_iterations" unit="">4</metric>
    <metric name="route.antenna.diode_count" unit="">0</metric>
    <metric name="drt.antenna.violating_nets" unit="">0</metric>
    <metric name="met3_wirelength" unit="um">172</metric>
    <metric name="topRoutingLayerUsed" unit="">met4</metric>
    <metric name="routed_vias" unit="">783</metric>
  </group>
  <group name="global_route">
    <metric name="largest_net_degree_at_the_start_of_global_routing" unit="">19</metric>
    <metric name="first_global_vias" unit="">786</metric>
    <metric name="antenna_found_initial" unit="">0</metric>
    <metric name="grtUsageTotal" unit="">0.05249</metric>
    <metric name="grt_overflow" unit="">0</metric>
    <metric name="grt_first_pass_wirelength" unit="mm">3.670</metric>
  </group>
  <group name="die">
    <metric name="starting_density_of_the_core" unit="">0.2086</metric>
    <metric name="rows" unit="">26</metric>
    <metric name="chipHeight" unit="um">92</metric>
    <metric name="dieWidth" unit="um">92</metric>
    <metric name="core_area" unit="sq mm">0.005075</metric>
    <metric name="io_pins" unit="">24</metric>
    <metric name="chip_area" unit="sq mm">0.008464</metric>
  </group>
  <group name="hold_path">
    <metric name="hold_path_startpoint" unit="">rx_data[7]$_DFFE_PN0P_</metric>
    <metric name="worst_hold_path.num_cells" unit="">1</metric>
    <metric name="min-delay-path-class" unit="">reg2reg</metric>
  </group>
  <group name="power_and_ir_drop">
    <metric name="total_leakage_power" unit="uW">0.0005735</metric>
    <metric name="peakVddDrop" unit="uV">391.2</metric>
    <metric name="totalPowerFinal" unit="uW">898.8</metric>
    <metric name="p_per_area" unit="mW/mm^2">632.9</metric>
  </group>
  <group name="run_status">
    <metric name="outcome" unit="">finished, final reports clean</metric>
  </group>
  <group name="run">
    <metric name="count_of_warning_messages_emitted_by_the_tools" unit="">28</metric>
    <metric name="cap_viol_max_count" unit="">0</metric>
  </group>
</metrics>
[area by class of cell]
cell class | count | share of cell area
Timing Repair Buffer | 24 | 0.1674
Inverter | 4 | 0.01057
Tap cell | 70 | 0.06167
Clock buffer | 4 | 0.03877
Sequential cell | 18 | 0.3181
Multi-Input combinational cell | 69 | 0.4035
[metal layers]
metal,global-route usage,up-vias
li1,-,391
met1,0.07945,366
met2,0.06882,24
met3,0.02471,2
met4,0.003856,0
met5,0,-
[where the power goes]
part / total, uW / internal, uW / switching [uW]
combinational: 317 / 202 / 115
clock: 189 / 113 / 76.2
sequential: 393 / 309 / 83.5
total: 899 / 624 / 275
[through the flow]
stage,utilization,hold WS [ns]
2_1_floorplan,-,0.3244
3_3_place_gp,0.2690,0.4776
3_5_place_dp,0.2690,0.4844
4_1_cts,0.2798,0.5001
5_1_grt,0.2798,0.5097
6_report,0.2798,0.4905
[cells by family after synthesis]
logic type / share of synthesized area
fa+ha+maj: 0.08274
buf+inv: 0.03190
flops: 0.4267
mux: 0.1489
simple gates: 0.2163
compound gates: 0.05201
xor+xnor: 0.04138
[critical path, stage by stage]
cell                              delay (ns)
sky130_fd_sc_hd__clkdlybuf4s50_1        0.63
sky130_fd_sc_hd__nand4_1                0.16
sky130_fd_sc_hd__nor2_1                 0.13
sky130_fd_sc_hd__clkdlybuf4s50_1        0.49
[Yosys cell counts (all sizes together) (2+ instances only)]
| cell type | number | share of area |
|---|---|---|
| ha | 7 | 0.083 |
| xor2 | 3 | 0.025 |
| buf | 2 | 0.014 |
| o21ai | 3 | 0.014 |
| nor2 | 5 | 0.018 |
| xnor2 | 2 | 0.017 |
| dfrtp | 17 | 0.40 |
| nor3 | 2 | 0.0095 |
| a22o | 2 | 0.017 |
| nand4 | 5 | 0.030 |
| nand3 | 3 | 0.014 |
| nor2b | 4 | 0.026 |
| nand2b | 2 | 0.019 |
| nand2 | 6 | 0.021 |
| inv | 4 | 0.014 |
| mux2 | 12 | 0.13 |
| nor3b | 2 | 0.014 |
[path summary, 6_finish.rpt]
| check | to | slack (ns) |
|---|---|---|
| max | done | 0.45 |
| min | rx_data[7]$_DFFE_PN0P_ | 0.49 |
| max reg2reg | rx_data[6]$_DFFE_PN0P_ | 0.60 |
| min reg2reg | rx_data[7]$_DFFE_PN0P_ | 0.49 |
| max in group asynchronous | rx_data[1]$_DFFE_PN0P_ | 1.79 |
| min in group asynchronous | cnt_bit[3]$_DFFE_PN0P_ | 0.82 |
[sequential cells by signal, summed over array words and instances (netlist names)]
signal / cells
rx_data: 8
cnt_bit: 4
cnt_sclk: 4
spi_mosi: 1
spi_sclk: 1
Power and IR drop assume default switching activity.
